===== design.v =====
module exception_handling (
    input logic [31:0] a,  
    input logic [31:0] b,  
    input logic [31:0] z_calc,  
    input logic overflow,  
    input logic underflow,  
    input logic inexact,  
    input logic [2:0] round,  
    output logic [31:0] z,  
    output logic zero_f, 
    output logic inf_f,
    output logic nan_f,
    output logic tiny_f,
    output logic huge_f,
    output logic inexact_f
);
    typedef enum logic [2:0] {
        IEEE_near = 3'b000,   
        IEEE_zero = 3'b001,   
        IEEE_pinf = 3'b010,   
        IEEE_ninf = 3'b011,   
        near_up  = 3'b100,    
        away_zero = 3'b101    
    } round_t;
    typedef enum logic [2:0] {
        ZERO = 3'b000,
        INF = 3'b001,
        NORM = 3'b010,
        MIN_NORM = 3'b011,
        MAX_NORM = 3'b100
    } interp_t;
    function automatic interp_t num_interp(logic [31:0] value); 
        logic [7:0] exponent;
        begin
            exponent = value[30:23];
            if (exponent == 8'b00000000) begin
                num_interp = ZERO;  
            end else if (exponent == 8'b11111111) begin
                num_interp = INF;  
            end else begin
                num_interp = NORM;
            end
        end
    endfunction
    function automatic logic [30:0] z_num(interp_t interp);
        begin
            unique case (interp) 
                ZERO: z_num = 31'b0;  
                INF: z_num = 31'b1111111100000000000000000000000; 
                MIN_NORM: z_num = 31'b0000000100000000000000000000000;  
                MAX_NORM: z_num = 31'b1111111011111111111111111111111;  
                default: z_num = 31'b0;
            endcase
        end
    endfunction
    interp_t a_type;
    interp_t b_type;
    interp_t z_type;
    round_t round_mode;
    always_comb begin
        zero_f = 1'b0;
        inf_f = 1'b0;
        nan_f = 1'b0;
        tiny_f = 1'b0;
        huge_f = 1'b0;
        inexact_f = 1'b0;
        round_mode = round_t'(round);  
        a_type = num_interp(a);
        b_type = num_interp(b);
        z_type = num_interp(z_calc);
        unique case ({a_type, b_type})
            {ZERO, ZERO}, {ZERO, NORM}, {NORM, ZERO}: begin
                z = {z_calc[31], z_num(ZERO)};  
                zero_f = 1'b1;  
            end
            {ZERO, INF}, {INF, ZERO}: begin
                z = {1'b0, z_num(INF)};  
                inf_f = 1'b1;  
                nan_f = 1'b1;  
            end
            {INF, INF}, {INF, NORM}, {NORM, INF}: begin
                z = {z_calc[31], z_num(INF)};  
                inf_f = 1'b1;  
            end
            {NORM, NORM}: begin
                if (overflow) begin
                huge_f = 1'b1;     
                inexact_f = 1'b1;  
                case (round)
                    IEEE_near: begin
                        z = {z_calc[31], z_num(INF)};  
                        inf_f = 1'b1; 
                    end
                    IEEE_zero: z = {z_calc[31], z_num(MAX_NORM)};  
                    IEEE_pinf: if (z_calc[31]) begin
                        z = {z_calc[31], z_num(MAX_NORM)};  
                    end else begin
                        z = {z_calc[31], z_num(INF)};  
                        inf_f = 1'b1;
                    end
                    IEEE_ninf: if (z_calc[31]) begin
                        z = {z_calc[31], z_num(INF)};  
                        inf_f = 1'b1;
                    end else begin
                        z = {z_calc[31], z_num(MAX_NORM)};  
                    end
                    near_up: begin
                        z = {z_calc[31], z_num(INF)};  
                        inf_f = 1'b1;
                    end
                    away_zero: begin
                        z = {z_calc[31], z_num(INF)};  
                        inf_f = 1'b1;
                    end
                    default: begin
                        z = {z_calc[31], z_num(INF)};  
                        inf_f = 1'b1;
                    end
                endcase
                end else if (underflow) begin
                tiny_f = 1'b1;
                inexact_f = 1'b1;
                case (round)
                    IEEE_near: begin
                        z = {z_calc[31], z_num(ZERO)};  
                        zero_f = 1'b1;
                    end
                    IEEE_zero: begin 
                        z = {z_calc[31], z_num(ZERO)};
                        zero_f = 1'b1;
                    end
                    IEEE_pinf: begin
                        if (z_calc[31]) begin
                            z = {z_calc[31], z_num(ZERO)};  
                            zero_f = 1'b1;
                        end else begin
                            z = {z_calc[31], z_num(MIN_NORM)};  
                        end
                    end
                    IEEE_ninf: begin
                        if (z_calc[31]) begin
                            z = {z_calc[31], z_num(MIN_NORM)};  
                        end else begin
                            z = {z_calc[31], z_num(ZERO)};  
                            zero_f = 1'b1;
                        end
                    end
                    near_up: begin
                        z = {z_calc[31], z_num(ZERO)};  
                        zero_f = 1'b1;
                    end
                    away_zero: z = {z_calc[31], z_num(MIN_NORM)}; 
                    default: begin
                        z = {z_calc[31], z_num(ZERO)};  
                        zero_f = 1'b1;
                    end
                endcase
                end else begin
                z = z_calc;
                inexact_f = inexact;
                end
            end
            default: begin
                z = z_calc;  
                inexact_f = inexact;
            end
        endcase
    end
endmodule
module fp_mult (
    input logic [31:0] a,       
    input logic [31:0] b,       
    input logic [2:0] rnd,      
    output logic [31:0] z,      
    output logic [7:0] status   
);
    logic sign_a, sign_b, sign_z;
    logic [7:0] exp_a, exp_b; 
    logic [9:0] exp_sum, exp_norm;  
    logic [47:0] prod;
    logic [23:0] mant_a, mant_b;  
    logic [22:0] mant_norm;  
    logic guard_bit, sticky_bit;
    logic [24:0] mant_round;  
    logic overflow, underflow, inexact;
    logic zero_f, inf_f, nan_f, tiny_f, huge_f, inexact_f;
    logic [23:0] post_rounding_mantissa;
    logic [9:0] temp;
    logic addition;
    always_comb begin
        sign_a = a[31];
        sign_b = b[31];
        sign_z = sign_a ^ sign_b;  
        exp_a = a[30:23];
        exp_b = b[30:23];
        exp_sum = exp_a + exp_b - 8'd127;  
        mant_a = {1'b1, a[22:0]};
        mant_b = {1'b1, b[22:0]};
        prod = mant_a * mant_b;
        addition = (mant_round[24] == 1'b1) ? 1 : 0;  
        if (addition == 1) begin
            post_rounding_mantissa = mant_round >> 1;  
        end else begin
            post_rounding_mantissa = mant_round;  
        end
        temp = exp_norm + addition;  
        overflow = ($signed(temp) > $signed(254));
        underflow = ($signed(temp) < $signed(1));
        status = {2'b0, inexact_f, huge_f, tiny_f, nan_f, inf_f, zero_f};
    end
    normalize_mult norm_mult_inst (
        .P(prod),
        .exponent_sum(exp_sum[9:0]),
        .guard_bit(guard_bit),
        .sticky_bit(sticky_bit),
        .normalized_mantissa(mant_norm),
        .normalized_exponent(exp_norm)
    );
    round_mult round_mult_inst (
        .mantissa_in({1'b1, mant_norm}),
        .guard_bit(guard_bit),
        .sticky_bit(sticky_bit),
        .sign(sign_z),
        .round(rnd),
        .result(mant_round),
        .inexact(inexact)
    );
    exception_handling exc_handling_inst (
        .a(a),
        .b(b),
        .z_calc({sign_z, temp[7:0], post_rounding_mantissa[22:0]}),  
        .overflow(overflow),
        .underflow(underflow),
        .inexact(inexact),
        .round(rnd),
        .z(z),
        .zero_f(zero_f),
        .inf_f(inf_f),
        .nan_f(nan_f),
        .tiny_f(tiny_f),
        .huge_f(huge_f),
        .inexact_f(inexact_f)
    );
endmodule
module normalize_mult (
    input logic [47:0] P,                     
    input logic [9:0] exponent_sum,           
    output logic guard_bit,                   
    output logic sticky_bit,                  
    output logic [22:0] normalized_mantissa,  
    output logic [9:0] normalized_exponent    
);
    logic msb;         
    logic [22:0] mantissa_temp;  
    logic [21:0] sticky_source;  
    always_comb begin
        msb = P[47];
        if (msb == 1'b1) begin
            normalized_exponent = exponent_sum + 10'b0000000001;
            normalized_mantissa = P[46:24];
            guard_bit = P[23];
            sticky_source = P[22:0];
        end else begin
            normalized_exponent = exponent_sum;
            normalized_mantissa = P[45:23];
            guard_bit = P[22];
            sticky_source = P[21:0];
        end
        sticky_bit = |sticky_source;  
    end
endmodule
typedef enum logic [2:0] {
        IEEE_near = 3'b000,   
        IEEE_zero = 3'b001,   
        IEEE_pinf = 3'b010,   
        IEEE_ninf = 3'b011,   
        near_up  = 3'b100,    
        away_zero = 3'b101    
    } round_t;
module round_mult (
    input logic [23:0] mantissa_in,           
    input logic guard_bit,                    
    input logic sticky_bit,                   
    input logic sign,                         
    input logic [2:0] round,                  
    output logic [24:0] result,               
    output logic inexact                      
);
    logic round_increment;        
    logic [24:0] mantissa_temp;   
    always_comb begin
        round_t rounding_mode;
        rounding_mode = round_t'(round);
        round_increment = 1'b0;
        unique case (rounding_mode)  
            IEEE_near: round_increment = (guard_bit && (sticky_bit || mantissa_in[0]));  
            IEEE_zero: round_increment = 1'b0;  
            IEEE_pinf: round_increment = (sign == 1'b0) && (guard_bit || sticky_bit);  
            IEEE_ninf: round_increment = (sign == 1'b1) && (guard_bit || sticky_bit);  
            near_up: round_increment = guard_bit && (sign == 1'b0 || sticky_bit);  
            away_zero: round_increment = guard_bit || sticky_bit;  
            default: round_increment = (guard_bit && (sticky_bit || mantissa_in[0]));  
        endcase
        mantissa_temp = {1'b0, mantissa_in} + round_increment;  
        inexact = guard_bit || sticky_bit;
        result = mantissa_temp;
    end
endmodule
module fp_mult_top (
     clk, rst, rnd, a, b, z, status
);
    input logic [31:0] a, b;   
    input logic [2:0] rnd;  
    output logic [31:0] z;     
    output logic [7:0] status;   
    input logic clk, rst; 
    logic [31:0] a1, b1;   
    logic [2:0] rnd1;  
    logic [31:0] z1;     
    logic [7:0] status1;   
    fp_mult multiplier(a1,b1,rnd1,z1,status1);
    always @(posedge clk)
       if (rst == 1)
          begin 
             a1 <= '0;
             b1 <= '0;
	     rnd1 <= '0;
             z <= '0;
             status <= '0;
          end
       else
          begin
             a1 <= a;
             b1 <= b;
	     rnd1 <= rnd;
             z <= z1;
             status <= status1;
          end
endmodule

===== run.sh =====
#!/bin/bash
# OpenROAD 26Q1-2900-gdf79404cd8, Yosys 0.63+post, stock flow scripts
make -C /OpenROAD-flow-scripts/flow DESIGN_CONFIG=/design/flow/config.mk WORK_HOME=/design/flow/orfs finish

===== config.mk =====
export PLATFORM = sky130hd
export DESIGN_NAME = fp_mult_top
export DESIGN_NICKNAME = fp_mult_top
export VERILOG_FILES = /design/flow/design.v
export SDC_FILE = /design/flow/constraint.sdc
export NUM_CORES = 4
export LEC_CHECK = 1
export CORE_UTILIZATION = 50

===== constraint.sdc =====
current_design fp_mult_top

set clk_period 39.0
set clk_io_pct 0.2

create_clock -name clk0 -period $clk_period [get_ports {clk}]

set non_clock_inputs [all_inputs -no_clocks]
set_input_delay [expr $clk_period * $clk_io_pct] -clock clk0 $non_clock_inputs
set_output_delay [expr $clk_period * $clk_io_pct] -clock clk0 [all_outputs]

==> out/results.txt <==
clk latency of the worst-skew pair: 0.40 ns
Cell Area, Synth: 0.0247 mm^2
drt first pass iters: 5
critical path type: reg2reg
H-tree Lvls: 3
routability congestion estimate: 0.969
Post-synth EDFFs: 0
CTS-repair resized insts: 0
clock skew: 0.0235 ns
# Cells Yosys: 2,861
# port buffers: 106
Slew HR: 43.0%
Post-Syn Area per Cell: 8.63 um^2
warning total across the stage logs: 28
first-pass GRT wire length: 112 mm
Final ANT Viol Nets: 0
initial antenna violation count: 0
Die Ht: 224 um
Filler cells: 4,467
design area: 0.0268 mm^2
reg2reg start: b1[8]
total CTS buffers: 9
pre-CTS setup slack: 26.02 ns
leakage power: 12.8 nW
Crit path arrival time: 13.49 ns
total number of vias: 18,900
row cnt: 81
final setup fails: 0
gr usage total: 31.2%
largest net degree at the start of global routing: 43
Setup TNS: 0 ns
Yosys Warn Count: 5
die width: 224 um
max-slew violation count: 0
Critical Path Fanout Max: 42
Worst Reg-to-Reg Cells: 46
Crit-path slowest cell: dfxtp_1
required time of the critical path: 39.24 ns
Top Layout Cells: 578 x inv_1, 483 x fa_1, 373 x nand2_1, 233 x and2_1, 190 x ha_1
element type at the critical path end: flop
MaxCap Viol Count: 0
Main synth FF type: dfxtp_1
Max Clock Freq: 0.0755 GHz
Inserted Diodes: 0
Final Cycle Share: 34.0%
post-synthesis cell type count: 88
Top cell excl fill/tap: inv_1
maximum clock path buffer count: 2
I/O pin count: 109
Post-synth seq share: 8.51%
CTS hold repair buffers: 0
Async S/R FF share, synth: 0%
share of cells above drive strength 1: 3.48%
synthesis area per yosys: 0.0247 mm^2
fp_density: 50.6%
area added between synthesis and finish: 8.30%
element type at the critical path start: flop
Setup Fix Bufs, Post-CTS: 0
Worst-path clk slew: 0.09 ns
vias in the first global route: 20,100
final wirelength: 68.7 mm
final hold vios: 0
Clock Sinks: 105
end point of the critical path: z[7]
RR Endpoint: z[7]
post-synthesis cell count: 2,861
DR iter-0 viols: 910
drt wl/cell: 19.3 um
Slew @ Worst Pin: 0.848 ns
DR DRC count: 0
Avg Vias per Cell: 5.31
r2r setup slk: 25.75 ns
fin worst setup slack: 25.75 ns
Cell Pwr Density: 54.0 mW/mm^2
crit path time final: 13.25 ns
Peak VDD IR: 60.0 uV
hold crit path type: reg2reg
CTS tree: yes
GRT Residual Overflow: 0
CP startpoint: b1[8]
Placed Area: 0.0264 mm^2
clock root buffer: clkbuf_16
Core ar.: 0.0488 mm^2
status: finished clean
HPWL after DPL: 54.8 mm
chip area: 0.0503 mm^2
RSZ-0062 raised after global routing: false
#FFs+latches synth: 105
crit-path max cell delay: 0.67 ns
==> cell usage after synthesis (all sizes together), types with 10 or more instances <==
cell    number  area (um^2)
a21boi      11         82.6
o211ai      20          155
nand2      374         1410
a31oi       19          119
ha         190         2380
nand3       36          180
fa         483         9670
a21o        26          195
nor2b       78          488
o21ai       66          349
buf         27          149
and3        19          119
nor2       101          382
a21oi       83          427
dfxtp      105         2100
clkbuf     105          395
nor4        10         75.1
xor2        27          236
a211oi      18          135
inv        578         2170
xnor2       52          463
nor3        21          105
nand4       21          131
and2       234         1460
mux2i       13          130
==> report_power, final <==
part | total [mW] | leakage [nW] | internal, mW | switching (mW)
sequential | 0.126 | 0.871 | 0.120 | 0.00648
combinational | 1.22 | 11.8 | 0.451 | 0.769
clock | 0.0971 | 0.141 | 0.0466 | 0.0505
==> area by class of cell <==
| class | instances | area (um^2) | share of cell area (%) |
|---|---|---|---|
| multi-input combinational | 2044 | 19900 | 74.3 |
| inverter | 581 | 2180 | 8.15 |
| clock inverter | 6 | 65.1 | 0.243 |
| timing repair buffer | 159 | 1450 | 5.43 |
| clock buffer | 10 | 239 | 0.893 |
| sequential | 105 | 2100 | 7.86 |
| tap | 664 | 831 | 3.11 |
==> flip-flops by register name, indices dropped and copies added (netlist names) <==
signal and cells:
status 6, a1 32, b1 32, rnd1 3, z 32
==> logic make-up after synthesis <==
logic type	share of synthesized area, %
compound gates	8.92
xor+xnor	2.83
fa+ha+maj	48.8
buf+inv	11.0
flops	8.51
mux	0.618
other cells	0.0152
simple gates	19.3
==> per-stage QoR <==
step / hold WS (ns) / util, % / cells / total power [mW]
floorplan: 0.580 / - / 2862 / 0.990
global placement: 0.691 / 54.1 / 3553 / 1.33
detailed placement: 0.661 / 54.1 / 3553 / 1.32
CTS: 0.692 / 54.8 / 3569 / 1.44
global route: 0.734 / 54.8 / 3569 / 1.60
finish: 0.700 / 54.8 / 3569 / 1.44
==> worst min-delay path by stage <==
| stage | start | to | slack [ns] | cells after the start |
|---|---|---|---|---|
| CTS | rnd1[2] | status[1] | 0.69 | 2 |
| global route | rnd1[2] | status[1] | 0.73 | 2 |
| finish | rnd1[2] | status[1] | 0.70 | 2 |
==> metal layers <==
layer | track usage (%) | share of wire (%) | vias up
met2 | 44.3 | 43 | 748
met1 | 44.2 | 42 | 9230
met3 | 17.4 | 13 | 77
li1 | - | - | 8883
met4 | 5.86 | 2.5 | 2
met5 | 0.782 | 0.073 | -
==> worst max-delay path, delay by kind of cell (launching register included) <==
| kind | cells | cell delay, ns |
|---|---|---|
| adders and majority gates | 11 | 4.62 |
| and+or+nand+nor | 15 | 3.54 |
| AOI/OAI and AO/OA | 10 | 2.85 |
| buffers and inverters | 9 | 1.24 |
| DFF | 1 | 0.67 |
| xor gates and xnor gates | 1 | 0.17 |
Power figures rest on the tool's default switching activity, not on a simulated workload.
